<file path="design/flow/config.mk">
export PLATFORM = sky130hd
export DESIGN_NAME = top
export DESIGN_NICKNAME = top
export VERILOG_FILES = /design/flow/design.v
export SDC_FILE = /design/flow/constraint.sdc
export NUM_CORES = 4
export LEC_CHECK = 1
export CORE_AREA = 10 10 71 71
export DIE_AREA = 0 0 81 81
</file>
<file path="design/flow/constraint.sdc">
current_design top

set clk_period 1.6
set clk_io_pct 0.2

create_clock -name clk0 -period $clk_period

set non_clock_inputs [all_inputs -no_clocks]
set_input_delay [expr $clk_period * $clk_io_pct] -clock clk0 $non_clock_inputs
set_output_delay [expr $clk_period * $clk_io_pct] -clock clk0 [all_outputs]
</file>
<file path="design/flow/design.v">
`timescale 1ns / 1ps
module top(
    input [15:12] GB_A,
    input [7:0] GB_D,
    input GB_CS,
    input GB_WR,
    input GB_RD,
    output [22:14] ROM_A,
    output [16:13] RAM_A,
    output ROM_CS,
    output RAM_CS,
    output DDIR
    );
reg [8:0] rom_bank = 9'b000000001;
reg [4:0] ram_bank = 5'b0;
reg ram_en = 1'b0;  
reg game_sel_en = 1'b0;
reg [1:0] game_sel;
wire rom_addr_en; 
wire ram_addr_en; 
wire [15:0] gb_addr;
assign gb_addr[15:12] = GB_A[15:12];
assign gb_addr[11:0] = 12'b0;
assign rom_addr_en =  (gb_addr >= 16'h0000)&(gb_addr <= 16'h7FFF);  
assign ram_addr_en =  (gb_addr >= 16'hA000)&(gb_addr <= 16'hBFFF);  
assign rom_addr_lo =  (gb_addr >= 16'h0000)&(gb_addr <= 16'h3FFF);  
assign ROM_CS = (rom_addr_en) ? 0 : 1;  
assign RAM_CS = ((ram_addr_en) & (ram_en) & (ram_bank[4] == 1'b0)) ? 0 : 1;  
wire [22:14] rom_a_pre;
assign rom_a_pre[22:14] = rom_addr_lo ? 9'b0 : rom_bank[8:0];
wire [16:13] ram_a_pre;
assign ram_a_pre[16:13] = ram_bank[3:0];
assign ROM_A[22:21] = (game_sel_en) ? (game_sel[1:0]) : (rom_a_pre[22:21]);
assign ROM_A[20] = ((game_sel_en)&&(game_sel[1:0] == 2'b00)) ? (1'b1) : (rom_a_pre[20]);
assign ROM_A[19:14] = rom_a_pre[19:14];  
assign RAM_A[16:15] = (game_sel_en) ? (game_sel[1:0]) : (ram_a_pre[16:15]);
assign RAM_A[14:13] = ram_a_pre[14:13];
assign DDIR = (((!ROM_CS) | (!RAM_CS)) & (!GB_RD)) ? 1 : 0;
wire rom_bank_lo_clk;
wire rom_bank_hi_clk;
wire ram_bank_clk;
wire ram_en_clk;
wire game_en_clk;
wire game_sel_clk;
assign rom_bank_lo_clk = (!GB_WR) & (gb_addr == 16'h2000);
assign rom_bank_hi_clk = (!GB_WR) & (gb_addr == 16'h3000);
assign ram_bank_clk = (!GB_WR) & ((gb_addr == 16'h4000) | (gb_addr == 16'h5000));
assign ram_en_clk = (!GB_WR) & ((gb_addr == 16'h0000) | (gb_addr == 16'h1000));
assign game_en_clk = (!GB_WR) & (gb_addr == 16'hA000) & (ram_bank[4] == 1'b1);
assign game_sel_clk = (!GB_WR) & (gb_addr == 16'hB000) & (ram_bank[4] == 1'b1);
always@(negedge rom_bank_lo_clk)
begin
    rom_bank[7:0] <= GB_D[7:0];
end
always@(negedge rom_bank_hi_clk)
begin
    rom_bank[8] <= GB_D[0];
end
always@(negedge ram_bank_clk)
begin
    ram_bank[3:0] <= GB_D[3:0];
    if (!game_sel_en)
        ram_bank[4] <= GB_D[4];
    else
        ram_bank[4] <= 1'b0;
end
always@(negedge ram_en_clk)
begin
    ram_en <= (GB_D[3:0] == 4'hA) ? 1 : 0;  
end
always@(negedge game_en_clk)
begin
   game_sel_en <= GB_D[0];
end
always@(negedge game_sel_clk)
begin
   game_sel[1:0] <= GB_D[1:0];
end
endmodule
</file>
<file path="design/flow/run.sh">
#!/bin/bash
# OpenROAD 26Q1-2900-gdf79404cd8, Yosys 0.63+post, stock flow scripts
make -C /OpenROAD-flow-scripts/flow DESIGN_CONFIG=/design/flow/config.mk WORK_HOME=/design/flow/orfs finish
</file>
==> results.yml <==
# yosys + openroad results
routing:
  drc_errors: 0
  antenna_cells: 0
  finalWirelength_um: 1490
  ant_nets: 0
  vias: 483
  routed_via_density: 3.50
  drtIter0Drc: 27
  avgRoutedWirePerCell_um: 10.8
  dr.pass1.iters: 2
final_layout:
  syn2layout_area_growth_pct: 63.2
  fin_util_pct: 27.7
  lay_top_cells: "dfxtp_1 (18), clkdlybuf4s50_1 (16), dlygate4sd2_1 (10)"
  drive_above_1_share_pct: 15.6
  layout_top_cell: "dfxtp_1"
grt:
  grt_pass1_wl_um: 2440
  track_usage_pct: 4.51
  grt_start_max_net_pins: 10
  antenna_found_initial: 0
  grt_pass1_vias: 486
  overflow: 0
power:
  power_frac_seq_pct: 13.5
  p_sw_uw: 32.9
  combPwrFrac_pct: 86.5
  p_int_uw: 74.3
  p_sw_share_pct: 30.7
  p_per_area_nw_per_um2: 107
  p_leak_uw: 0.000422
  ir_drop_mv: 0.0464
  pwr-share-clk_pct: 0
sta:
  worstMarginPinSlew_ns: 0.316
  rsz0062_at_grt: "false"
  finalWorstPathRequiredPeriod_ns: 1.51
  hold_viol_final: 0
  slew_headroom_pct: 78.9
  final-setup-viol-count: 0
  finalMaxSlewViolations: 0
  unclocked_pins: 18
  fin_setup_tns_ns: 0
  fmax_ghz: 0.661
  period_used_pct: 94.6
  holdWs_ns: 1.14
  untimed_endpoints: 22
worst_setup_path:
  start_kind: "input port"
  critPathTopFamily: "buffers and inverters"
  endpoint_kind: "output port"
  critPathKind: "input port to output port"
  crit_buf_inv: 3
  crit_arrival_ns: 1.19
  worstPathRequired_ns: 1.28
  slowest_delay_ns: 0.25
  path_cells: "clkdlybuf4s15_2 > nor2_4 > buf_4 > o31ai_2 > dlygate4sd2_1"
  cp_max_fo: 6
  crit_slowest_cell: "dlygate4sd2_1"
yosys:
  synth_area_um2: 616
  yosysSeqAreaShare_pct: 58.5
  syn_inst: 57
  synthAdderAreaFrac_pct: 0
  simple_gate_share_pct: 24.0
  yosys_warnings: 2
  top_logic_kind: "simple AND/OR/NAND/NOR gates"
  muxShareOfSynthArea_pct: 0
  ys.flops: 18
  avgSynthCellArea_um2: 10.8
  ys_types: 20
  top_cell_area_share_pct: 58.5
  ys_sh_xor_pct: 0
  yosysChipArea_um2: 616
  yosys-top-cells-area: "dfxtp_1 (59%), nor2b_1 (7.1%), buf_4 (3.7%)"
  yosys_cells: 57
  aoi_share_pct: 9.55
  top_area_cell: "dfxtp_1"
floorplanning:
  fp-row-count: 22
  fp.dieW_um: 81
  core-area_um2: 3630
  die_y_um: 81
  io_pins: 31
  fp_util_pct: 16.9
  chipArea_um2: 6560
place:
  io_buffers: 30
  dp_hpwl_um: 1360
  gp_congestion: 0.798
status:
  status: "finished, final reports clean"
min_path:
  holdPathEnd: "ROM_A[22]"
  hold_depth: 4
  min_path_type: "input port to output port"
  min_from: "GB_A[14]"
job:
  maxCapViolations: 0
  warnings: 34
cts:
  cts-hold-fix-buffers: 0
-- power groups by stage --
| stage | Combinational [uW] | Sequential [uW] | Clock, uW |
|---|---|---|---|
| final | 92.7 | 14.5 | 0 |
| after global routing | 103 | 14.9 | 0 |
| after CTS | 91.5 | 14.5 | 0 |
-- what timing repair did --
item,CTS,global route
buffers inserted,0,2
pin swaps,2,1
setup endpoints to repair,12,1
gates resized,25,1
-- synth_stat cells --
cell       instances
dfxtp_1           18
nor2b_1            7
nand2_1            5
inv_1              4
o21ai_0            4
buf_4              3
nand3_1            2
nor2_1             2
a21oi_1            1
and2b_1            1
and3b_1            1
buf_6              1
nand2b_1           1
nand3b_1           1
nand4b_1           1
nand4bb_1          1
nor3b_1            1
nor4bb_1           1
o31ai_2            1
o31ai_4            1
-- final cells by class --
| class | instances | area, um^2 |
|---|---|---|
| inverters | 4 | 15.0 |
| fillers | 410 | 2630 |
| repair buffers | 37 | 349 |
| flip-flops and latches | 18 | 360 |
| multi-input cells | 31 | 220 |
| well taps | 48 | 60.1 |
-- layer usage --
layer | part of all wire, % | global-route usage (%)
met1 | 46 | 6.14
met4 | 0 | 0
met2 | 47 | 7.32
met5 | 0 | 0
met3 | 7.3 | 1.45
-- stage by stage --
stage / instance area (um^2) / cells / setup slack, ns / total power, uW
floorplan: 616 / 57 / 0.620 / 35.8
global placement: 980 / 136 / -0.639 / 106
detailed placement: 980 / 136 / -0.660 / 107
CTS: 987 / 136 / -0.0216 / 106
global route: 1000 / 138 / 0.00334 / 118
finish: 1000 / 138 / 0.0870 / 107
-- flip-flops by register name (all words and copies together) (netlist names) --
register / flops
game_sel: 2
game_sel_en: 1
ram_bank: 5
ram_en: 1
rom_bank: 9
-- worst max-delay path by stage --
stage         from        end  slack [ns]  depth (start not counted)
5_1_grt   GB_A[14]       DDIR       0.003                          5
4_1_cts   GB_A[14]  ROM_A[22]       -0.02                          4
6_report  GB_A[15]  ROM_A[21]        0.09                          5
-- cell families after synthesis --
group / Yosys count
buffers and inverters: 8
AND-OR/OR-AND: 7
AND/OR/NAND/NOR: 24
flip-flops: 18
-- worst min-delay path, stage by stage --
cell and delay, ns:
clkdlybuf4s15_2 0.21, nor2_4 0.05, o31ai_4 0.16, dlymetal6s2s_1 0.09
Power is estimated from default activity; no workload was simulated.
